### /design/flow/config.mk
export PLATFORM = sky130hd
export DESIGN_NAME = clock_module_div
export DESIGN_NICKNAME = clock_module_div
export VERILOG_FILES = /design/flow/design.v
export SDC_FILE = /design/flow/constraint.sdc
export NUM_CORES = 4
export LEC_CHECK = 1
export CORE_AREA = 10 10 112 112
export DIE_AREA = 0 0 122 122
### /design/flow/constraint.sdc
current_design clock_module_div

set clk_period 1.5
set clk_io_pct 0.2

create_clock -name clk0 -period $clk_period [get_ports {clock}]
create_clock -name clk1 -period $clk_period [get_ports {clock_route_path_in}]

set non_clock_inputs [all_inputs -no_clocks]
set_input_delay [expr $clk_period * $clk_io_pct] -clock clk0 $non_clock_inputs
set_output_delay [expr $clk_period * $clk_io_pct] -clock clk0 [all_outputs]
### /design/flow/design.v
module clock_cell_buf(
	input wire in,
	output wire out
);
assign out = in;
endmodule
module clock_cell_mux(
	input wire ina,
	input wire inb,
	input wire sel,
	output wire out
);
assign out = sel ? inb : ina;
endmodule
module clock_cell_and(
	input wire ina,
	input wire inb,
	output wire out
);
assign out = inb & ina;
endmodule
module clock_cell_or(
	input wire ina,
	input wire inb,
	output wire out
);
assign out = inb | ina;
endmodule
module clock_cell_nand(
	input wire ina,
	input wire inb,
	output wire out
);
assign out = !(inb & ina);
endmodule
module clock_cell_nor(
	input wire ina,
	input wire inb,
	output wire out
);
assign out = !(inb | ina);
endmodule
module clock_cell_gate(
	input wire ck,
	input wire en,
	output wire out
);
reg enable;
always @(ck or en)
begin
	if(~ck)
		enable = en;
end
assign out = enable & ck;
endmodule
module clock_cell_dffs(
	input wire ck,
	input wire sn,
	input wire d,
	output wire out
);
reg out_reg;
assign out = out_reg;
always @(posedge ck or negedge sn)
begin
	if(!sn)
		out_reg <= 1'b1;
	else
		out_reg <= d;
end
endmodule
module clock_cell_dffr(
	input wire ck,
	input wire rn,
	input wire d,
	output wire out
);
reg out_reg;
assign out = out_reg;
always @(posedge ck or negedge rn)
begin
	if(!rn)
		out_reg <= 1'b0;
	else
		out_reg <= d;
end
endmodule
module clock_control_logic_div(
	input  wire clock,
	input  wire async_resetn,
	output wire parent_request,
	input  wire parent_ready,
	input  wire parent_silent,
	input  wire parent_starting,
	input  wire parent_stopping,
	input  wire child_request,
	output wire child_ready,
	output wire child_silent,
	output wire child_starting,
	output wire child_stopping,
	output wire async_enable,
	input  wire async_enable_ack,
	output wire async_update,
	output wire [7:0] mfi,
	output wire [7:0] mfn,
	output wire [7:0] mfd,
	input  wire async_update_ack
);
assign async_update = 1'b1;
assign mfi = 8'h2;
assign mfn = 8'h3;
assign mfd = 8'h5;
wire enable_ack_sync;
clock_logic_cross_sync_0  enable_ack_syncer(
	.clock(clock),
	.resetn(async_resetn),
	.data_in(async_enable_ack),
	.data_out(enable_ack_sync)
);
wire clock_stopping;
wire internal_request;
wire internal_ready;
wire internal_silent;
wire internal_starting;
wire internal_stopping;
wire started;
wire stopped;
assign parent_request = child_request | internal_request;
assign child_ready = parent_ready & internal_ready;
assign child_silent = parent_silent | internal_silent;
assign child_starting = internal_starting;
assign child_stopping = internal_stopping;
assign started = async_enable && enable_ack_sync;
assign stopped = ~async_enable && ~enable_ack_sync;
clock_logic_node_state_machine state_machine(
	.clock(clock),
	.async_resetn(async_resetn),
	.request(child_request),
	.stopped(stopped),
	.started(started),
	.clock_stopping(clock_stopping),
	.internal_request(internal_request),
	.internal_silent(internal_silent),
	.internal_ready(internal_ready),
	.internal_stopping(internal_stopping),
	.internal_starting(internal_starting)
);
wire enable = parent_ready & ~parent_stopping & (child_request & ~clock_stopping | internal_starting);
wire enable_delay;
clock_logic_delay_chain_0 enable_filter(
	.clock(clock),
	.resetn(async_resetn),
	.data_in(enable),
	.data_delay_1(enable_delay)
);
assign enable_out = enable | enable_delay;
clock_logic_delay_chain_0 enable_output(
	.clock(clock),
	.resetn(async_resetn),
	.data_in(enable_out),
	.data_delay_1(async_enable)
);
endmodule
module clock_hard_macro_div(
	output wire clock_route_path_out,
	input  wire clock_route_path_in,
	input  wire async_resetn,
	input  wire async_enable,
	output wire async_enable_ack,
	input  wire async_update,
	input  wire [7:0] mfi,
	input  wire [7:0] mfn,
	input  wire [7:0] mfd,
	output wire async_update_ack,
	input  wire async_test_en
);
wire clock = clock_route_path_in;
clock_route_control_div div_control(
	.clock(clock),
	.async_resetn(async_resetn),
	.async_enable(async_enable),
	.async_enable_ack(async_enable_ack),
	.async_update(async_update),
	.async_update_ack(async_update_ack),
	.mfi(mfi),
	.mfn(mfn),
	.mfd(mfd),
	.control_path_data0_or_gate(control_path_data0_or_gate),
	.control_path_data1_and_gate(control_path_data1_and_gate)
);
clock_route_path_div div_path(
	.clock_route_path_out(clock_route_path_out),
	.clock_route_path_in(clock_route_path_in),
	.control_path_data0_or_gate(control_path_data0_or_gate),
	.control_path_data1_and_gate(control_path_data1_and_gate)
);
endmodule
module clock_logic_cross_sync_0(
	input  wire clock,
	input  wire resetn,
	input  wire data_in,
	output wire data_out
);
wire data_metastable;
wire clock_inv = ~clock;
clock_cell_dffr clock_domain_cross_sync(
	.ck(clock_inv),
	.rn(resetn),
	.d(data_in),
	.out(data_metastable)
);
clock_cell_dffr meta_stable_remover(
	.ck(clock),
	.rn(resetn),
	.d(data_metastable),
	.out(data_out)
);
endmodule
module clock_logic_delay_chain_0(
	input  wire clock,
	input  wire resetn,
	input  wire data_in,
	output wire data_delay_1,
	output wire data_delay_2,
	output wire data_delay_3,
	output wire data_delay_4
);
reg [4:1] delay;
assign data_delay_1 = delay[1];
assign data_delay_2 = delay[2];
assign data_delay_3 = delay[3];
assign data_delay_4 = delay[4];
always @(posedge clock or negedge resetn)
begin
	if(~resetn)
		delay <= 4'b0;
	else
		delay <= {delay[3:1], data_in};
end
endmodule
module clock_logic_node_state_machine(
	input  wire clock,
	input  wire async_resetn,
	input  wire request,
	input  wire stopped,
	input  wire started,
	output wire clock_stopping,
	output wire internal_request,
	output wire internal_silent,
	output wire internal_ready,
	output wire internal_stopping,
	output wire internal_starting
);
parameter CLOCK_NODE_STATUS_CLKREADY	= 3'b000;
parameter CLOCK_NODE_STATUS_CKSILENT	= 3'b001;
parameter CLOCK_NODE_STATUS_STOPPING	= 3'b010;
parameter CLOCK_NODE_STATUS_DFILTER0	= 3'b100;
parameter CLOCK_NODE_STATUS_STARTING	= 3'b101;
reg [2:0]state;
reg [2:0]next_state;
always @(posedge clock or negedge async_resetn)
begin
	if(~async_resetn)
		state <= CLOCK_NODE_STATUS_CKSILENT;
	else
		state <= next_state;
end
always @(*)
begin
	case(state)
		CLOCK_NODE_STATUS_CLKREADY: next_state = request ? CLOCK_NODE_STATUS_CLKREADY : CLOCK_NODE_STATUS_DFILTER0;
		CLOCK_NODE_STATUS_DFILTER0: next_state = request ? CLOCK_NODE_STATUS_CLKREADY : CLOCK_NODE_STATUS_STOPPING;
		CLOCK_NODE_STATUS_STOPPING: next_state = stopped ? CLOCK_NODE_STATUS_CKSILENT : CLOCK_NODE_STATUS_STOPPING;
		CLOCK_NODE_STATUS_CKSILENT: next_state = request ? CLOCK_NODE_STATUS_STARTING : CLOCK_NODE_STATUS_CKSILENT;
		CLOCK_NODE_STATUS_STARTING: next_state = started ? CLOCK_NODE_STATUS_CLKREADY : CLOCK_NODE_STATUS_STARTING;
	endcase
end
assign internal_request = state != CLOCK_NODE_STATUS_CKSILENT;
assign internal_ready = state == CLOCK_NODE_STATUS_CLKREADY | state == CLOCK_NODE_STATUS_DFILTER0;
assign internal_silent  = state == CLOCK_NODE_STATUS_CKSILENT & ~request;
assign internal_stopping  = state == CLOCK_NODE_STATUS_STOPPING | state == CLOCK_NODE_STATUS_DFILTER0;
assign internal_starting  = state == CLOCK_NODE_STATUS_STARTING;
assign clock_stopping  = state == CLOCK_NODE_STATUS_STOPPING;
endmodule
module clock_module_div(
	input  wire clock,
	input  wire async_resetn,
	output wire parent_request,
	input  wire parent_ready,
	input  wire parent_silent,
	input  wire parent_starting,
	input  wire parent_stopping,
	input  wire child_request,
	output wire child_ready,
	output wire child_silent,
	output wire child_starting,
	output wire child_stopping,
	output wire clock_route_path_out,
	input  wire clock_route_path_in
);
wire async_update;
wire [7:0] mfi;
wire [7:0] mfn;
wire [7:0] mfd;
wire async_update_ack;
clock_control_logic_div control(
	.clock(clock),
	.async_resetn(async_resetn),
	.parent_request(parent_request),
	.parent_ready(parent_ready),
	.parent_silent(parent_silent),
	.parent_starting(parent_starting),
	.parent_stopping(parent_stopping),
	.child_request(child_request),
	.child_ready(child_ready),
	.child_silent(child_silent),
	.child_starting(child_starting),
	.child_stopping(child_stopping),
	.async_update(async_update),
	.async_update_ack(async_update_ack),
	.mfi(mfi),
	.mfn(mfn),
	.mfd(mfd),
	.async_enable(async_enable),
	.async_enable_ack(async_enable_ack)
);
clock_hard_macro_div slice(
	.clock_route_path_out(clock_route_path_out),
	.clock_route_path_in(clock_route_path_in),
	.async_enable(async_enable),
	.async_resetn(async_resetn),
	.async_enable_ack(async_enable_ack),
	.async_update(async_update),
	.async_update_ack(async_update_ack),
	.mfi(mfi),
	.mfn(mfn),
	.mfd(mfd),
	.async_test_en(async_test_en)
);
endmodule
module clock_route_control_div(
	input  wire clock,
	input  wire async_resetn,
	input  wire async_enable,
	output  reg async_enable_ack,
	input  wire async_update,
	output wire async_update_ack,
	input  wire [7:0] mfi,
	input  wire [7:0] mfn,
	input  wire [7:0] mfd,
	output wire control_path_data0_or_gate,
	output wire control_path_data1_and_gate
);
wire	[7:0] podf_in_active;
reg	[7:0] ratio_samp;
reg	[7:0] count;
reg	counter_in_1;
wire	[7:0] short;
wire	[7:0] long;
reg	pre_data0_clk;
reg	data0_clk;
reg	data1_clk;
reg	[7:0] remainder;
reg	remainder_overflow;
clock_logic_cross_sync_0  enable_sync(
	.clock(clock),
	.resetn(async_resetn),
	.data_in(async_enable),
	.data_out(enable)
);
always @(negedge clock or negedge async_resetn)
begin
	if(~async_resetn)
		async_enable_ack <= 1'b0;
	else if(counter_in_1)
		async_enable_ack <= enable;
end
wire update;
wire update_prev;
wire update_edge = ~update_prev & update;
clock_logic_cross_sync_0  update_sync(
	.clock(clock),
	.resetn(async_resetn),
	.data_in(async_update),
	.data_out(update)
);
clock_logic_delay_chain_0 update_delay(
	.clock(clock),
	.resetn(async_resetn),
	.data_in(update),
	.data_delay_1(update_prev)
);
assign async_update_ack = update_prev;
reg	[7:0] mfi_int;
reg	[7:0] mfd_int;
reg	[7:0] mfn_int;
always @(negedge clock or negedge async_resetn)
begin
	if(~async_resetn)
	begin
		mfi_int <= 8'h0;
		mfn_int <= 8'b0;
		mfd_int <= 8'b0;
	end
	else if(update_edge)
	begin
		mfi_int <= mfi;
		mfn_int <= mfn;
		mfd_int <= mfd;
	end
end
always @(negedge clock or negedge async_resetn)
begin
	if(~async_resetn)
		remainder <= 8'b0;
	else if(update_edge)
		remainder <= 8'b0;
	else if(counter_in_1)
		remainder <= (remainder + mfn_int) > mfd_int ? (remainder + mfn_int - mfd_int) : (remainder + mfn_int);
end
always @(negedge clock or negedge async_resetn)
begin
	if(~async_resetn)
		remainder_overflow <= 1'b0;
	else if(counter_in_1)
		remainder_overflow <= (remainder + mfn_int) > mfd_int ? 1 : 0;
end
assign podf_in_active = mfi_int + (remainder_overflow ? 1 : 0);
always @(negedge clock or negedge async_resetn)
begin
    if(~async_resetn)
        counter_in_1 <= 1'b1;
    else 
        counter_in_1 <= ((podf_in_active == 1) | (count == 2)) | (~async_enable_ack);
end
always @(negedge clock or negedge async_resetn)
begin
    if (~async_resetn) 
        count <= 8'b0;
    else if (podf_in_active == 1)
        count <= 8'b1;
    else if (~async_enable_ack)
        count <= 8'b0;
    else if (counter_in_1 & enable)
        count <= podf_in_active;
    else
        count <= count - 1'b1;
end
always @(negedge clock or negedge async_resetn)
begin
    if(~async_resetn)
        ratio_samp <= 8'b0;
    else if (counter_in_1)
        ratio_samp <= podf_in_active;
end
assign short = (ratio_samp) / 2;
assign long =  (ratio_samp + 1) / 2;
always @(negedge clock or negedge async_resetn)
begin
    if(~async_resetn)
        data1_clk <= 1'b0;
    else
        data1_clk <=  (count > short);
end
always @(negedge clock or negedge async_resetn)
begin
    if(~async_resetn)
        pre_data0_clk <= 1'b0;
    else
        pre_data0_clk <=  (count > long);
end
always @(clock or async_resetn or pre_data0_clk) 
begin
        if (~async_resetn) 
                data0_clk <= 1'b0;
        else if (clock)
                data0_clk <= pre_data0_clk;
end
assign control_path_data0_or_gate = data0_clk;
assign control_path_data1_and_gate = data1_clk;
endmodule
module clock_route_path_div(
	output wire clock_route_path_out,
	input  wire clock_route_path_in,
	input  wire control_path_data0_or_gate,
	input  wire control_path_data1_and_gate
);
clock_cell_mux mux(
	.ina(control_path_data0_or_gate),
	.inb(control_path_data1_and_gate),
	.sel(clock_route_path_in),
	.out(clock_route_path_out)
);
endmodule
### /design/flow/run.sh
#!/bin/bash
# OpenROAD 26Q1-2900-gdf79404cd8, Yosys 0.63+post, stock flow scripts
make -C /OpenROAD-flow-scripts/flow DESIGN_CONFIG=/design/flow/config.mk WORK_HOME=/design/flow/orfs finish
==> results.toml <==
# implementation run metrics
[routing]
wl_um = 4860
wl_per_cell_um = 11.2
drc = 0
vias_per_cell = 4.29
drt_iter0_markers = 57
ant_nets = 0
antenna_cells = 0
firstDrtPassIters = 4
vias = 1870

[logic_synthesis]
ys_cells = 224
syn_area_um2 = 2160
yosys.area_share.simple = 0.198
adder_share = 0.0731
synthMuxAreaShare = 0.0389
yosys_warnings = 11
logic_family = "simple AND/OR/NAND/NOR gates"
synth-edff-count = 0
xor_area_frac = 0.0488
synth.largest_area_cell = "dfrtn_1"
ys_types = 54
synthTopCellsByArea = "dfrtn_1, dfrtp_1, ha_1"
ys.flop_type = "dfrtn_1"
syn-instance-count = 224
ys.flops = 40
synth.top_cell.area_share = 0.302
synth_chip_area_um2 = 2160
synth_area_per_cell_um2 = 9.62
async_flop_share = 0.900
compound_area_frac = 0.152

[run]
max_cap_violations = 0
warnings = 36

[final_layout]
synthToLayoutAreaGrowth_pct = 50.0
final_common_cell = "buf_4"
fillers = 994
drive_gt1_frac = 0.410
fin_area_um2 = 3230
final_cell_mix = "buf_4, dfrtn_1, nand2_1"
largestRegisters = "slice.div_control.count x8, slice.div_control.remainder x8"

[sta]
report.final.slew_viol_count = 0
unclocked_pins = 3
hold_slack_ns = 0.140
fin_worst_skew_ns = 0.0479
hold_viol = 0
rsz0062_at_grt = "true"
untimed_endpoints = 6
setup_ws_ns = -1.02
setup_viol = 21

[floorplan]
initial_core_util = 0.211
die_area_um2 = 14900
die_w_um = 122
core_um2 = 10200
die_h_um = 122
pin_count = 14
rows = 37

[critical_path]
arrival_ns = 3.71
critical_path_class = "reg -> reg"
cp-start-kind = "flip-flop"
cp.required_ns = 2.68
rr_worst_depth = 9
path_max_fanout = 3
rrSetupSlack_ns = -1.02
endpoint_kind = "flip-flop"
crit-reg2reg-launch = "slice.div_control.mfd_int[0]"
rr_endpoint = "slice.div_control.remainder[7]"

[clocking]
cts_tree = "done"
holdBufCountCts = 0
path_clk_slew_ns = 0.06

[pwr]
finalPower_uw = 7060
power.leakage_uw = 0.00146
p_per_area_nw_per_um2 = 2180
max-vdd-ir-drop_mv = 0.625

[global_route]
grt_pass1_vias = 1914
track_usage = 0.0690
antenna_found_initial = 0
grt_max_degree = 20
grt-ovfl-total = 0
grt_pass1_wl_um = 8630

[placed_design]
dpl_cell_area_um2 = 2750
place_congestion = 0.869
place_hpwl_um = 3340
numPortBuffers = 11

[worst_hold_path]
hp-class = "in -> async"

[run_status]
status = "finished, violations left"
violations = "negative setup slack"
cells by family after synthesis:
logic type / Yosys count
latches: 4
buf+inv: 19
xor+xnor: 12
other cells: 1
compound gates: 51
simple gates: 81
flops: 36
mux: 8
fa+ha+maj: 12
worst max-delay path, cell delays in order, from the launching register on:
cell and delay (ns):
dfrtn_1 0.35, ha_2 0.20, fa_2 0.38, xor2_4 0.18
ha_1 0.30, nor3b_1 0.14, o2111a_2 0.28, or4_1 0.43
a41o_1 0.20, a21oi_2 0.09
power breakdown:
part,internal (µW),switching [µW],total [µW]
Clock,938,484,1420
Combinational,2140,1850,3980
Sequential,1330,321,1650
worst max path at each step:
stage	from	endpoint	cells after the start
after CTS	slice.div_control.mfd_int[0]	slice.div_control.remainder[7]	9
after global routing	slice.div_control.mfd_int[0]	slice.div_control.remainder[0]	10
final	slice.div_control.mfd_int[0]	slice.div_control.remainder[7]	9
metal layers:
metal / GRT usage / wire (µm) / up-vias
li1: - / - / 934
met4: 0.0231 / 120 / 0
met1: 0.0991 / 2380 / 886
met2: 0.0962 / 2100 / 40
met3: 0.0221 / 257 / 10
met5: 0 / 0 / -
repair_timing:
| item | 4_1_cts | 5_1_grt |
|---|---|---|
| buffers inserted | 8 | 3 |
| gates resized | 49 | 18 |
| endpoints found under the setup margin | 24 | 27 |
| pin swaps | 23 | 10 |
stage by stage:
stage / util / TNS (ns) / cells / setup WS, ns
floorplan: - / -9.10 / 224 / -1.16
global placement: 0.269 / -10.35 / 407 / -1.05
detailed placement: 0.269 / -10.75 / 407 / -1.09
CTS: 0.307 / -9.57 / 433 / -1.02
global route: 0.316 / -11.05 / 436 / -1.10
finish: 0.316 / -9.09 / 436 / -1.02
area by class of cell:
type	instances	area, µm²	share of cell area
flip-flops and latches	40	966	0.299
multi-input cells	165	1310	0.405
clock buffers	18	215	0.0666
inverters	10	37.5	0.0116
repair buffers	65	526	0.163
well taps	136	170	0.0526
clock inverters	2	10.0	0.00310
synth_stat cells (6+ instances only):
cell,n
a21oi_1,10
dfrtn_1,26
dfrtp_1,8
ha_1,11
inv_1,11
nand2_1,19
nand2b_1,6
nand3_1,6
nor2_1,16
nor2b_1,7
nor3_1,7
o21ai_0,18
xnor2_1,8
Power and IR drop assume default switching activity.
