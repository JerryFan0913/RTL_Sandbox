--- flow/constraint.sdc ---
current_design clock_interface_logic_base

set clk_period 6.7
set clk_io_pct 0.2

create_clock -name clk0 -period $clk_period [get_ports {clock}]

set non_clock_inputs [all_inputs -no_clocks]
set_input_delay [expr $clk_period * $clk_io_pct] -clock clk0 $non_clock_inputs
set_output_delay [expr $clk_period * $clk_io_pct] -clock clk0 [all_outputs]
--- flow/run.sh ---
#!/bin/bash
# OpenROAD 26Q1-2900-gdf79404cd8, Yosys 0.63+post, stock flow scripts
make -C /OpenROAD-flow-scripts/flow DESIGN_CONFIG=/design/flow/config.mk WORK_HOME=/design/flow/orfs finish
--- flow/config.mk ---
export PLATFORM = sky130hd
export DESIGN_NAME = clock_interface_logic_base
export DESIGN_NICKNAME = clock_interface_logic_base
export VERILOG_FILES = /design/flow/design.v
export SDC_FILE = /design/flow/constraint.sdc
export NUM_CORES = 4
export LEC_CHECK = 1
export CORE_AREA = 10 10 279 279
export DIE_AREA = 0 0 289 289
--- flow/design.v ---
module clock_interface_logic_base(
	input  wire clock,
	input  wire async_resetn,
	input  wire pwrite,
	input  wire psel,
	input  wire penable,
	input  wire [31:0] paddr,
	input  wire [31:0] pwdata,
	output wire [31:0] prdata,
	output wire pready,
	output wire pslverr,
	input  wire [31:0] node_type,
	input  wire [31:0] node_name,
	input  wire [31:0] node_frequency,
	input  wire [31:0] node_frequency_setting,
	input  wire [31:0] node_mindrift,
	input  wire [31:0] node_maxdrift,
	input  wire [31:0] node_minfrequency,
	input  wire [31:0] node_maxfrequency,
	input  wire [31:0] node_parent,
	input  wire [31:0] node_child,
	input  wire [31:0] node_prev,
	input  wire [31:0] node_next,
	output reg  [31:0] node_setting,
	output reg  [31:0] node_frequency_override,
	output reg  [31:0] node_mindrift_override,
	output reg  [31:0] node_maxdrift_override,
	output wire tran_pwrite,
	output wire tran_psel,
	output wire tran_penable,
	output wire [31:0] tran_paddr,
	output wire [31:0] tran_pwdata,
	input  wire [31:0] tran_prdata,
	input  wire tran_pready,
	input  wire tran_pslverr
);
wire base_pwrite;
wire base_psel;
wire base_penable;
wire [31:0] base_paddr;
wire [31:0] base_pwdata;
reg [31:0] base_prdata;
wire base_pready;
wire base_pslverr;
assign base_pwrite	= pwrite;
assign base_psel	= psel;
assign base_penable	= penable;
assign base_paddr	= paddr;
assign base_pwdata	= pwdata;
assign tran_pwrite	= pwrite;
assign tran_psel	= psel;
assign tran_penable	= penable;
assign tran_paddr	= paddr;
assign tran_pwdata	= pwdata;
assign select_submod	= paddr[6];
assign prdata		= select_submod ? tran_prdata : base_prdata;
assign pready		= select_submod ? tran_pready : base_pready;
assign pslverr		= select_submod ? tran_pslverr : base_pslverr;
assign base_pready	=  base_penable;
assign base_pslverr	=  1'b0;
always @(posedge clock or negedge async_resetn)
begin
	if(~async_resetn)
		node_setting <= 32'h0;
	else if(base_psel & base_penable & base_pready & (base_paddr[5:2] == 4'hC))
		node_setting <= base_pwdata;
end
always @(posedge clock or negedge async_resetn)
begin
	if(~async_resetn)
		node_frequency_override <= 32'h0;
	else if(base_psel & base_penable & base_pready & (base_paddr[5:2] == 4'hD))
		node_frequency_override <= base_pwdata;
end
always @(posedge clock or negedge async_resetn)
begin
	if(~async_resetn)
		node_mindrift_override <= 32'h0;
	else if(base_psel & base_penable & base_pready & (base_paddr[5:2] == 4'hE))
		node_mindrift_override <= base_pwdata;
end
always @(posedge clock or negedge async_resetn)
begin
	if(~async_resetn)
		node_maxdrift_override <= 32'h0;
	else if(base_psel & base_penable & base_pready & (base_paddr[5:2] == 4'hF))
		node_maxdrift_override <= base_pwdata;
end
always @(*)
begin
	case(base_paddr[5:2])
		4'h0: base_prdata = node_type;
		4'h1: base_prdata = node_name;
		4'h2: base_prdata = node_frequency;
		4'h3: base_prdata = node_frequency_setting;
		4'h4: base_prdata = node_mindrift;
		4'h5: base_prdata = node_maxdrift;
		4'h6: base_prdata = node_minfrequency;
		4'h7: base_prdata = node_maxfrequency;
		4'h8: base_prdata = node_parent;
		4'h9: base_prdata = node_child;
		4'hA: base_prdata = node_prev;
		4'hB: base_prdata = node_next;
		4'hC: base_prdata = node_setting;
		4'hD: base_prdata = node_frequency_override;
		4'hE: base_prdata = node_mindrift_override;
		4'hF: base_prdata = node_maxdrift_override;
	endcase
end
endmodule
==> results_tabular.tex <==
% Implementation results table
\begin{tabular}{lr}
\hline
Metric & Value \\
\hline
\multicolumn{2}{l}{\textbf{Clocking}} \\
TritonCTS Sinks & 128 \\
Longest Clk Path Bufs & 2 \\
Number of buffers added for setup after CTS & 0 \\
H-tree level count & 4 \\
Total clock buffers created by CTS & 17 \\
Clk pin slew, worst setup/hold paths & 0.06 ns \\
Number of gates resized after cts & 0 \\
Clock tree root buffer cell & sky130\_fd\_sc\_hd\_\_clkbuf\_16 \\
Hold\_buf cts & 0 \\
Late-Pin Clk Latency & 0.46 ns \\
Clock tree from TritonCTS & yes \\
\multicolumn{2}{l}{\textbf{Setup path}} \\
Cell-by-cell listing of the critical path & buf\_4 -> buf\_4 -> nand2b\_1 -> o22ai\_1 -> nor4\_1 -> o31ai\_1 -> clkdlybuf4s50\_1 \\
Cell type of the slowest stage on the worst timing path & sky130\_fd\_sc\_hd\_\_nor4\_1 \\
Number of stages on the worst setup path & 7 \\
CP Data Arrival Time & 4.70 ns \\
Endpoint type of the worst setup path & output port \\
Worst path bufs/invs & 3 \\
Crit start category & input port \\
Type of the worst setup path & input port to output port \\
Most Frequent Cell on Critical Path & sky130\_fd\_sc\_hd\_\_buf\_4 \\
Number of cells on the worst reg-to-reg path & 1 \\
Delay of the slowest critical-path stage & 0.82 ns \\
Cell type group with the largest total delay on the critical path & buffers and inverters \\
Largest fanout on the critical path & 45 \\
Crit path required time & 5.36 ns \\
\multicolumn{2}{l}{\textbf{Final timing}} \\
Final worst-path cycle share & 90.17\% \\
Number of failing hold endpoints at the final stage & 0 \\
Worst setup slack after layout & 0.6583 ns \\
Worst Skew & 0 ns \\
Final TNS setup & 0 ns \\
Final-report max-slew violation count & 0 \\
Final critical delay including setup and external delays & 6.042 ns \\
Measured slew at the worst slew-check pin & 0.8873 ns \\
Worst hold-check slack & 0.5217 ns \\
Worst slew margin relative to its limit & 40.30\% \\
Max Clock Freq & 165.5 MHz \\
Endpoints failing setup & 0 \\
RSZ-0062 raised after global routing & false \\
\multicolumn{2}{l}{\textbf{Die}} \\
Overall chip area & 83520 um2 \\
Chip Width & 289 um \\
Initial core utilization & 13.78\% \\
I/O pins & 716 \\
Number of cell rows & 98 \\
Die span in y & 289 um \\
Placeable Area & 71610 um2 \\
\multicolumn{2}{l}{\textbf{Final layout}} \\
Most instantiated logic cell after routing & sky130\_fd\_sc\_hd\_\_clkdlybuf4s50\_1 \\
Number of fill cells in the layout & 7597 \\
Area of combinational cells with multiple inputs & 5577 um2 \\
Most common logic cells in the final layout & sky130\_fd\_sc\_hd\_\_clkdlybuf4s50\_1, sky130\_fd\_sc\_hd\_\_dfrtp\_1, sky130\_fd\_sc\_hd\_\_a22o\_1 \\
Post-route cell area & 17670 um2 \\
Area overhead of the layout relative to synthesis & 79.04\% \\
Non-filler instance count after layout & 2550 \\
Register cell area after layout & 3203 um2 \\
Ratio of cells with drive above 1 in the final layout & 11.97\% \\
Post-layout util & 24.68\% \\
\multicolumn{2}{l}{\textbf{Power}} \\
Power density cells & 187.8 nW/um2 \\
Leakage power of the design & 6.976 nW \\
Post-layout total power & 3.319 mW \\
Worst ir drop on vdd & 0.1617 mV \\
\multicolumn{2}{l}{\textbf{Global routing}} \\
First-pass GRT wire length & 102.5 mm \\
Gr ovfl total & 0 \\
Largest net degree at the start of global routing & 52 \\
Global Route Usage Sum & 17.82\% \\
Initial antenna violation count & 9 \\
Vias in the first global route & 12790 \\
\multicolumn{2}{l}{\textbf{Route}} \\
Post-DR wirelength/cell & 30.21 um \\
Routed via count divided by cell count & 4.616 \\
Antenna Nets Post-Route & 0 \\
Overall via count from detail\_route & 11770 \\
Detailed-routing iteration count for the pre-antenna-repair pass & 6 \\
Final WL & 77.04 mm \\
\# DRC & 0 \\
Number of DRC markers in iteration 0 & 736 \\
\multicolumn{2}{l}{\textbf{Yosys}} \\
Leading register cell type out of synthesis & sky130\_fd\_sc\_hd\_\_dfrtp\_1 \\
Mean instance size in the synthesized netlist & 9.527 um2 \\
Seq/Total Area, Yosys & 32.45\% \\
Mapped cell area & 9869 um2 \\
Post-synth ARST share & 100.0\% \\
Number of cells in the yosys synthesis report & 1036 \\
Distinct lib cells used & 45 \\
Cells after Synth & 1036 \\
Number of warnings printed during yosys synthesis & 2 \\
Flip-flop and latch count after synthesis & 128 \\
Number of flops mapped to enable cells by yosys & 0 \\
Synthesis area per yosys & 9869 um2 \\
\multicolumn{2}{l}{\textbf{Place}} \\
Area after detailed placement & 17020 um2 \\
Total half-perimeter wirelength after legalization and detailed placement & 61.31 mm \\
IO Port Bufs & 659 \\
Cells after DPL & 2516 \\
Routability congestion estimate & 1.014 \\
Place WS & 0.6974 ns \\
\multicolumn{2}{l}{\textbf{Outcome}} \\
Outcome & finished, final reports clean \\
\multicolumn{2}{l}{\textbf{Hold path}} \\
Worst hold path class & flop to flop \\
Worst hold stages & 1 \\
\multicolumn{2}{l}{\textbf{Flow run}} \\
Number of warning messages in the logs & 25 \\
Number of max-cap violations & 0 \\
\hline
\end{tabular}
## layout make-up
| class | count | area share (%) |
|---|---|---|
| Timing Repair Buffer | 698 | 38.98 |
| Multi-Input combinational cell | 696 | 31.56 |
| Sequential cell | 128 | 18.13 |
| Tap cell | 950 | 6.727 |
| Clock buffer | 17 | 2.407 |
| Clock inverter | 13 | 1.211 |
| Inverter | 44 | 0.9346 |
| Antenna cell | 4 | 0.05665 |
## cell families after synthesis
| kind of cell | Yosys count | share of synthesized area [%] |
|---|---|---|
| AOI/OAI and AO/OA | 420 | 32.95 |
| buffers and inverters | 212 | 12.11 |
| DFF | 128 | 32.45 |
| muxes | 137 | 15.58 |
| and+or+nand+nor | 139 | 6.909 |
## cell usage after synthesis, types with 2 or more instances
| library cell | n | share of area (%) |
|---|---|---|
| sky130_fd_sc_hd__a211o_1 | 4 | 0.35 |
| sky130_fd_sc_hd__a21oi_1 | 73 | 3.7 |
| sky130_fd_sc_hd__a221o_1 | 8 | 0.81 |
| sky130_fd_sc_hd__a221oi_1 | 36 | 3.2 |
| sky130_fd_sc_hd__a222oi_1 | 21 | 2.1 |
| sky130_fd_sc_hd__a22o_1 | 123 | 11 |
| sky130_fd_sc_hd__a22oi_1 | 78 | 5.9 |
| sky130_fd_sc_hd__and2_1 | 5 | 0.32 |
| sky130_fd_sc_hd__and3_1 | 5 | 0.32 |
| sky130_fd_sc_hd__and3b_1 | 2 | 0.18 |
| sky130_fd_sc_hd__buf_1 | 5 | 0.19 |
| sky130_fd_sc_hd__buf_2 | 43 | 2.2 |
| sky130_fd_sc_hd__buf_4 | 80 | 6.1 |
| sky130_fd_sc_hd__buf_6 | 6 | 0.68 |
| sky130_fd_sc_hd__clkbuf_1 | 34 | 1.3 |
| sky130_fd_sc_hd__dfrtp_1 | 128 | 32 |
| sky130_fd_sc_hd__inv_1 | 43 | 1.6 |
| sky130_fd_sc_hd__mux2_1 | 41 | 4.7 |
| sky130_fd_sc_hd__mux2_2 | 92 | 10 |
| sky130_fd_sc_hd__mux2i_1 | 4 | 0.41 |
| sky130_fd_sc_hd__nand2_1 | 15 | 0.57 |
| sky130_fd_sc_hd__nand2b_1 | 4 | 0.25 |
| sky130_fd_sc_hd__nor2_1 | 75 | 2.9 |
| sky130_fd_sc_hd__nor2_2 | 2 | 0.13 |
| sky130_fd_sc_hd__nor2b_1 | 15 | 0.95 |
| sky130_fd_sc_hd__nor3_1 | 3 | 0.15 |
| sky130_fd_sc_hd__nor3b_2 | 2 | 0.25 |
| sky130_fd_sc_hd__nor4_1 | 5 | 0.32 |
| sky130_fd_sc_hd__o211a_1 | 21 | 2.1 |
| sky130_fd_sc_hd__o21ai_0 | 22 | 1.1 |
| sky130_fd_sc_hd__o221ai_1 | 5 | 0.44 |
| sky130_fd_sc_hd__o22ai_1 | 11 | 0.70 |
| sky130_fd_sc_hd__o2bb2ai_1 | 9 | 0.80 |
| sky130_fd_sc_hd__o31ai_1 | 5 | 0.38 |
## path summary, 6_finish.rpt
path / startpoint / end / slack (ns)
max: paddr[5] / prdata[22] / 0.66
min: node_frequency_override[14] / node_frequency_override[14] / 0.52
max reg2reg: node_frequency_override[2] / node_frequency_override[2] / 5.80
min reg2reg: node_frequency_override[14] / node_frequency_override[14] / 0.52
max in group asynchronous: async_resetn / node_frequency_override[13] / 4.81
min in group asynchronous: async_resetn / node_maxdrift_override[8] / 0.81
## power breakdown
part | switching (mW) | total [mW] | internal (mW) | leakage, nW
clock network | 0.398 | 1.06 | 0.657 | 0.305
registers | 0.155 | 1.08 | 0.923 | 1.64
logic | 0.435 | 1.19 | 0.750 | 5.03
total | 0.989 | 3.32 | 2.33 | 6.98
## flip-flops by register name, indices dropped and copies added, names as in the netlist
name,flops
node_setting,32
node_maxdrift_override,32
node_frequency_override,32
node_mindrift_override,32
## layer usage
metal	track usage [%]	wire length (um)	vias to the layer above
met4	6.270	3053	10
met5	0	71	-
met3	7.762	8700	144
met2	28.57	35730	791
li1	-	-	5056
met1	21.06	29490	5771
Power is estimated from default activity; no workload was simulated.
