==> /design/flow/design.v <==
module clock_cell_buf(
	input wire in,
	output wire out
);
assign out = in;
endmodule
module clock_cell_mux(
	input wire ina,
	input wire inb,
	input wire sel,
	output wire out
);
assign out = sel ? inb : ina;
endmodule
module clock_cell_and(
	input wire ina,
	input wire inb,
	output wire out
);
assign out = inb & ina;
endmodule
module clock_cell_or(
	input wire ina,
	input wire inb,
	output wire out
);
assign out = inb | ina;
endmodule
module clock_cell_nand(
	input wire ina,
	input wire inb,
	output wire out
);
assign out = !(inb & ina);
endmodule
module clock_cell_nor(
	input wire ina,
	input wire inb,
	output wire out
);
assign out = !(inb | ina);
endmodule
module clock_cell_gate(
	input wire ck,
	input wire en,
	output wire out
);
reg enable;
always @(ck or en)
begin
	if(~ck)
		enable = en;
end
assign out = enable & ck;
endmodule
module clock_cell_dffs(
	input wire ck,
	input wire sn,
	input wire d,
	output wire out
);
reg out_reg;
assign out = out_reg;
always @(posedge ck or negedge sn)
begin
	if(!sn)
		out_reg <= 1'b1;
	else
		out_reg <= d;
end
endmodule
module clock_cell_dffr(
	input wire ck,
	input wire rn,
	input wire d,
	output wire out
);
reg out_reg;
assign out = out_reg;
always @(posedge ck or negedge rn)
begin
	if(!rn)
		out_reg <= 1'b0;
	else
		out_reg <= d;
end
endmodule
module clock_control_logic_mux(
	input  wire clock,
	input  wire async_resetn,
	output wire parent0_request,
	input  wire parent0_ready,
	input  wire parent0_silent,
	input  wire parent0_starting,
	input  wire parent0_stopping,
	output wire parent1_request,
	input  wire parent1_ready,
	input  wire parent1_silent,
	input  wire parent1_starting,
	input  wire parent1_stopping,
	input  wire child_request,
	output wire child_ready,
	output wire child_silent,
	output wire child_starting,
	output wire child_stopping,
	output wire async_enable0,
	output wire async_enable1,
	input  wire async_enable0_ack,
	input  wire async_enable1_ack
);
wire enable;
wire enable_delay;
wire enable_out;
reg select;
reg internal_enable0;
reg internal_enable1;
reg enable0_out;
reg enable1_out;
wire enable0_ack;
wire enable1_ack;
wire changeable_silent;
wire changeable_ready;
wire changeable = changeable_silent | changeable_ready;
always @(posedge clock or negedge async_resetn)
begin
	if(~async_resetn)
	begin
		internal_enable0 <= 1'b0;
		internal_enable1 <= 1'b0;
		enable0_out <= 1'b0;
		enable1_out <= 1'b0;
	end
	else if(changeable)
	begin
		internal_enable0 <= (select == 1'b0);
		internal_enable1 <= (select == 1'b1);
		enable0_out <= (select == 1'b0) & (enable | enable_delay);
		enable1_out <= (select == 1'b1) & (enable | enable_delay);
	end
	else
	begin
		enable0_out <= internal_enable0 & (enable | enable_delay);
		enable1_out <= internal_enable1 & (enable | enable_delay);
	end
end
assign async_enable0 = enable0_out;
assign async_enable1 = enable1_out;
wire select_pending = ~(select & internal_enable1 & ~internal_enable0) & ~(~select & ~internal_enable1 & internal_enable0);
wire change_done = (enable0_out == enable0_ack) & (enable1_out == enable1_ack);
always @(posedge clock or negedge async_resetn)
begin
	if(~async_resetn)
		select <= 1'b0;
	else
		select <= select; 
end
clock_logic_cross_sync_0  enable0_ack_sync(
	.clock(clock),
	.resetn(async_resetn),
	.data_in(async_enable0_ack),
	.data_out(enable0_ack)
);
clock_logic_cross_sync_0  enable1_ack_sync(
	.clock(clock),
	.resetn(async_resetn),
	.data_in(async_enable1_ack),
	.data_out(enable1_ack)
);
reg changing_request;
always @(posedge clock or negedge async_resetn)
begin
	if(~async_resetn)
		changing_request <= 1'b0;
	else if(child_ready & select_pending)
		changing_request <= 1'b1;
	else if(change_done)
		changing_request <= 1'b0;
end
wire parent_request;
wire parent_ready;
wire parent_silent;
wire parent_starting;
wire parent_stopping;
assign enable_ack = (internal_enable0 & enable0_ack) | (internal_enable1 & enable1_ack);
wire clock_stopping;
wire internal_request;
wire internal_ready;
wire internal_silent;
wire internal_starting;
wire internal_stopping;
wire started;
wire stopped;
assign parent_request = child_request | internal_request;
assign child_ready = parent_ready & internal_ready;
assign child_silent = parent_silent | internal_silent;
assign child_starting = internal_starting;
assign child_stopping = internal_stopping;
assign started = enable_out && enable_ack;
assign stopped = ~enable_out && ~enable_ack;
clock_logic_node_state_machine state_machine(
	.clock(clock),
	.async_resetn(async_resetn),
	.request(child_request),
	.stopped(stopped),
	.started(started),
	.clock_stopping(clock_stopping),
	.internal_request(internal_request),
	.internal_silent(internal_silent),
	.internal_ready(internal_ready),
	.internal_stopping(internal_stopping),
	.internal_starting(internal_starting)
);
assign enable = parent_ready & ~parent_stopping & (child_request & ~clock_stopping | internal_starting);
clock_logic_delay_chain_0 enable_filter(
	.clock(clock),
	.resetn(async_resetn),
	.data_in(enable),
	.data_delay_1(enable_delay)
);
assign enable_out = enable0_out | enable1_out;
assign changeable_silent = child_silent;
assign changeable_ready = parent0_ready & ~parent0_stopping & parent1_ready & ~parent1_stopping;
assign parent0_request = changing_request | (internal_enable0 & parent_request);
assign parent1_request = changing_request | (internal_enable1 & parent_request);
assign parent_ready = (internal_enable0 & parent0_ready) | (internal_enable1 & parent1_ready);
assign parent_silent = (internal_enable0 & parent0_silent) | (internal_enable1 & parent1_silent);
assign parent_starting = (internal_enable0 & parent0_starting) | (internal_enable1 & parent1_starting);
assign parent_stopping = (internal_enable0 & parent0_stopping) | (internal_enable1 & parent1_stopping);
endmodule
module clock_hard_macro_mux(
	input  wire async_resetn,
	output wire clock_route_path_out,
	input  wire clock_route_path_in0,
	input  wire clock_route_path_in1,
	input  wire async_enable0,
	input  wire async_enable1,
	output wire async_enable0_ack,
	output wire async_enable1_ack,
	input  wire async_test_en
);
wire clock0 = clock_route_path_in0;
wire clock1 = clock_route_path_in1;
clock_route_control_mux mux_control(
	.async_resetn(async_resetn),
	.clock0(clock0),
	.clock1(clock1),
	.async_enable0(async_enable0),
	.async_enable1(async_enable1),
	.async_enable0_ack(async_enable0_ack),
	.async_enable1_ack(async_enable1_ack),
	.control_path_enable0(control_path_enable0),
	.control_path_enable1(control_path_enable1),
	.async_test_en(async_test_en)
);
clock_route_path_mux mux_path(
	.clock_route_path_out(clock_route_path_out),
	.clock_route_path_in0(clock_route_path_in0),
	.clock_route_path_in1(clock_route_path_in1),
	.control_path_enable0(control_path_enable0),
	.control_path_enable1(control_path_enable1),
	.async_test_en(async_test_en)
);
endmodule
module clock_logic_cross_sync_0(
	input  wire clock,
	input  wire resetn,
	input  wire data_in,
	output wire data_out
);
wire data_metastable;
wire clock_inv = ~clock;
clock_cell_dffr clock_domain_cross_sync(
	.ck(clock_inv),
	.rn(resetn),
	.d(data_in),
	.out(data_metastable)
);
clock_cell_dffr meta_stable_remover(
	.ck(clock),
	.rn(resetn),
	.d(data_metastable),
	.out(data_out)
);
endmodule
module clock_logic_delay_chain_0(
	input  wire clock,
	input  wire resetn,
	input  wire data_in,
	output wire data_delay_1,
	output wire data_delay_2,
	output wire data_delay_3,
	output wire data_delay_4
);
reg [4:1] delay;
assign data_delay_1 = delay[1];
assign data_delay_2 = delay[2];
assign data_delay_3 = delay[3];
assign data_delay_4 = delay[4];
always @(posedge clock or negedge resetn)
begin
	if(~resetn)
		delay <= 4'b0;
	else
		delay <= {delay[3:1], data_in};
end
endmodule
module clock_logic_node_state_machine(
	input  wire clock,
	input  wire async_resetn,
	input  wire request,
	input  wire stopped,
	input  wire started,
	output wire clock_stopping,
	output wire internal_request,
	output wire internal_silent,
	output wire internal_ready,
	output wire internal_stopping,
	output wire internal_starting
);
parameter CLOCK_NODE_STATUS_CLKREADY	= 3'b000;
parameter CLOCK_NODE_STATUS_CKSILENT	= 3'b001;
parameter CLOCK_NODE_STATUS_STOPPING	= 3'b010;
parameter CLOCK_NODE_STATUS_DFILTER0	= 3'b100;
parameter CLOCK_NODE_STATUS_STARTING	= 3'b101;
reg [2:0]state;
reg [2:0]next_state;
always @(posedge clock or negedge async_resetn)
begin
	if(~async_resetn)
		state <= CLOCK_NODE_STATUS_CKSILENT;
	else
		state <= next_state;
end
always @(*)
begin
	case(state)
		CLOCK_NODE_STATUS_CLKREADY: next_state = request ? CLOCK_NODE_STATUS_CLKREADY : CLOCK_NODE_STATUS_DFILTER0;
		CLOCK_NODE_STATUS_DFILTER0: next_state = request ? CLOCK_NODE_STATUS_CLKREADY : CLOCK_NODE_STATUS_STOPPING;
		CLOCK_NODE_STATUS_STOPPING: next_state = stopped ? CLOCK_NODE_STATUS_CKSILENT : CLOCK_NODE_STATUS_STOPPING;
		CLOCK_NODE_STATUS_CKSILENT: next_state = request ? CLOCK_NODE_STATUS_STARTING : CLOCK_NODE_STATUS_CKSILENT;
		CLOCK_NODE_STATUS_STARTING: next_state = started ? CLOCK_NODE_STATUS_CLKREADY : CLOCK_NODE_STATUS_STARTING;
	endcase
end
assign internal_request = state != CLOCK_NODE_STATUS_CKSILENT;
assign internal_ready = state == CLOCK_NODE_STATUS_CLKREADY | state == CLOCK_NODE_STATUS_DFILTER0;
assign internal_silent  = state == CLOCK_NODE_STATUS_CKSILENT & ~request;
assign internal_stopping  = state == CLOCK_NODE_STATUS_STOPPING | state == CLOCK_NODE_STATUS_DFILTER0;
assign internal_starting  = state == CLOCK_NODE_STATUS_STARTING;
assign clock_stopping  = state == CLOCK_NODE_STATUS_STOPPING;
endmodule
module clock_module_mux(
	input  wire clock,
	input  wire async_resetn,
	output wire parent0_request,
	input  wire parent0_ready,
	input  wire parent0_silent,
	input  wire parent0_starting,
	input  wire parent0_stopping,
	output wire parent1_request,
	input  wire parent1_ready,
	input  wire parent1_silent,
	input  wire parent1_starting,
	input  wire parent1_stopping,
	input  wire child_request,
	output wire child_ready,
	output wire child_silent,
	output wire child_starting,
	output wire child_stopping,
	output wire clock_route_path_out,
	input  wire clock_route_path_in0,
	input  wire clock_route_path_in1
);
wire async_enable0;
wire async_enable1;
wire async_enable0_ack;
wire async_enable1_ack;
clock_control_logic_mux control(
	.clock(clock),
	.async_resetn(async_resetn),
	.parent0_request(parent0_request),
	.parent0_ready(parent0_ready),
	.parent0_silent(parent0_silent),
	.parent0_starting(parent0_starting),
	.parent0_stopping(parent0_stopping),
	.parent1_request(parent1_request),
	.parent1_ready(parent1_ready),
	.parent1_silent(parent1_silent),
	.parent1_starting(parent1_starting),
	.parent1_stopping(parent1_stopping),
	.child_request(child_request),
	.child_ready(child_ready),
	.child_silent(child_silent),
	.child_starting(child_starting),
	.child_stopping(child_stopping),
	.async_enable0(async_enable0),
	.async_enable1(async_enable1),
	.async_enable0_ack(async_enable0_ack),
	.async_enable1_ack(async_enable1_ack)
);
clock_hard_macro_mux slice(
	.clock_route_path_out(clock_route_path_out),
	.clock_route_path_in0(clock_route_path_in0),
	.clock_route_path_in1(clock_route_path_in1),
	.async_resetn(async_resetn),
	.async_enable0(async_enable0),
	.async_enable1(async_enable1),
	.async_enable0_ack(async_enable0_ack),
	.async_enable1_ack(async_enable1_ack),
	.async_test_en(async_test_en)
);
endmodule
module clock_route_control_mux(
	input  wire async_resetn,
	input  wire clock0,
	input  wire clock1,
	input  wire async_enable0,
	input  wire async_enable1,
	output wire async_enable0_ack,
	output wire async_enable1_ack,
	output wire control_path_enable0,
	output wire control_path_enable1,
	input  wire async_test_en
);
wire clock0_inv = ~clock0;
wire async_combine_enable0 = async_enable0 & ~control_path_enable1;
clock_logic_cross_sync_0  enable0_sync(
	.clock(clock0_inv),
	.resetn(async_resetn),
	.data_in(async_combine_enable0),
	.data_out(control_path_enable0)
);
wire clock1_inv = ~clock1;
wire async_combine_enable1 = async_enable1 & ~control_path_enable0;
clock_logic_cross_sync_0  enable1_sync(
	.clock(clock1_inv),
	.resetn(async_resetn),
	.data_in(async_combine_enable1),
	.data_out(control_path_enable1)
);
assign async_enable0_ack = control_path_enable0;
assign async_enable1_ack = control_path_enable1;
endmodule
module clock_route_path_gate(
	output wire clock_route_path_out,
	input  wire clock_route_path_in,
	input  wire control_path_enable,
	input  wire test_en
);
clock_cell_gate gate(
	.ck(clock_route_path_in),
	.en(control_path_enable),
	.out(clock_route_path_out)
);
endmodule
module clock_route_path_mux(
	output wire clock_route_path_out,
	input  wire clock_route_path_in0,
	input  wire clock_route_path_in1,
	input  wire control_path_enable0,
	input  wire control_path_enable1,
	input  wire async_test_en
);
wire clock_route_path_out0;
wire clock_route_path_out1;
clock_route_path_gate gate_path0(
	.clock_route_path_out(clock_route_path_out0),
	.clock_route_path_in(clock_route_path_in0),
	.control_path_enable(control_path_enable0),
	.test_en(async_test_en)
);
clock_route_path_gate gate_path1(
	.clock_route_path_out(clock_route_path_out1),
	.clock_route_path_in(clock_route_path_in1),
	.control_path_enable(control_path_enable1),
	.test_en(async_test_en)
);
clock_cell_or log_or(
	.ina(clock_route_path_out0),
	.inb(clock_route_path_out1),
	.out(clock_route_path_out)
);
endmodule
==> /design/flow/run.sh <==
#!/bin/bash
# OpenROAD 26Q1-2900-gdf79404cd8, Yosys 0.63+post, stock flow scripts
make -C /OpenROAD-flow-scripts/flow DESIGN_CONFIG=/design/flow/config.mk WORK_HOME=/design/flow/orfs finish
==> /design/flow/config.mk <==
export PLATFORM = sky130hd
export DESIGN_NAME = clock_module_mux
export DESIGN_NICKNAME = clock_module_mux
export VERILOG_FILES = /design/flow/design.v
export SDC_FILE = /design/flow/constraint.sdc
export NUM_CORES = 4
export LEC_CHECK = 1
export CORE_AREA = 10 10 83 83
export DIE_AREA = 0 0 93 93
==> /design/flow/constraint.sdc <==
current_design clock_module_mux

set clk_period 1.6
set clk_io_pct 0.2

create_clock -name clk0 -period $clk_period [get_ports {clock}]

set non_clock_inputs [all_inputs -no_clocks]
set_input_delay [expr $clk_period * $clk_io_pct] -clock clk0 $non_clock_inputs
set_output_delay [expr $clk_period * $clk_io_pct] -clock clk0 [all_outputs]
==> impl_metrics.csv <==
group,metric,value,unit
run_status,status,"finished, violations left",
run_status,violations,"negative setup slack",
placed_design,dp.cells,150,
final_timing,fmax,0.598,GHz
worst_setup_path,r2r_cells,5,
routing,wl,1.57,mm
floorplanning,initCoreUtil,12.5,%
placed_design,placed_area,956,um^2
worst_setup_path,required,1.28,ns
placed_design,post-place-ws,-0.390,ns
routing,ant_nets,0,
final_timing,rsz0062_at_grt,"yes",
finish,syn_to_final_growth,64.0,%
clocking,cts-buffers-inserted,3,
grt,grt_max_degree,11,
routing,drt-vias-per-instance,3.29,
grt,overflow,0,
clocking,cts_max_level,1,
final_timing,skew,0.0183,ns
routing,num_antenna_cells,0,
synthesis,syn_inst,54,
routing,post_drt_wl_per_cell,9.73,um
finish,drive_gt1_share,46.2,%
synthesis,syn_area_per_cell,11.9,um^2
flow_run,tool_warnings,31,
worst_setup_path,cp_data_arrival_time,1.35,ns
synthesis,simple_gate_area_share,18.1,%
synthesis,synth-xor-area-share,1.36,%
synthesis,synth_chip_area,643,um^2
synthesis,aoi_share,20.0,%
grt,antenna_found_initial,0,
worst_setup_path,cp_slowest_stage_delay,0.55,ns
final_timing,slew_headroom,82.2,%
synthesis,ys_cells,54,
routing,drt_iter0_markers,18,
floorplanning,die_x,93,um
clocking,cts_max_path_buffers,2,
clocking,holdBufCountCts,0,
grt,grt_pass1_wl,2.69,mm
placed_design,io_buffers,15,
worst_setup_path,path_cells,"nand2b_4 > nor3_4 > buf_4 > o21bai_1 > buf_2",
final_timing,untimed_endpoints,10,
grt,track_usage,3.80,%
final_timing,unclocked_regs,6,
clocking,root_buffer,"clkbuf_8",
power_and_ir_drop,power.total,0.568,mW
synthesis,mux_area_share,1.75,%
finish,layout.cells.non_filler,161,
placed_design,dp_hpwl,1.21,mm
worst_setup_path,crit_fanout,2,
finish,fin_area,0.00105,mm^2
floorplanning,rows,26,
routing,drtPass1Iterations,4,
grt,grt_pass1_vias,540,
worst_setup_path,cp-end-kind,"output port",
final_timing,drv_slew,0,
final_timing,timing.final.crit_share,105,%
final_timing,setup_viol,2,
clocking,cts_tree,"built",
power_and_ir_drop,leakagePower,0.466,nW
final_timing,holdWs,0.433,ns
synthesis,top_logic_kind,"AND-OR/OR-AND gates",
final_timing,final-hold-violation-count,0,
final_timing,worst_pin_slew,0.263,ns
synthesis,syn-cell-area,643,um^2
worst_setup_path,cp-start-kind,"flop",
final_timing,setup_slack,-0.0730,ns
flow_run,cap_violations,0,
final_timing,min_period,1.67,ns
synthesis,yosysUniqueCellTypes,30,
synthesis,synth_flops,15,
clocking,clkSlewWorstSetupHoldPaths,0.05,ns
worst_hold_path,worstHoldPathType,"input port to async pin",
routing,vias,530,
routing,drc,0,
worst_setup_path,path_class,"flop to output port",
floorplanning,die_h,93,um
synthesis,adder_share,0,%
placed_design,gp_congestion,0.787,
synthesis,ys_warn_count,9,
worst_setup_path,slowest_stage,"dfstp_2",
power_and_ir_drop,ir_worst_vdd,0.000628,V
power_and_ir_drop,pwr_density_cell,538,mW/mm^2
clocking,insertion_delay,0.25,ns
floorplanning,die_area,0.00865,mm^2
floorplanning,core-area,0.00514,mm^2
floorplanning,ioPinCount,20,
-- placed cells by master, fill, tap and decap left out, drive strengths merged, types with 2 or more instances in the layout --
cell type      Yosys  routed
and2               2       2
dfrtp              8       8
dfrtn              2       2
nor3               3       3
clkbuf             0       5
o21ai              2       2
o21a               2       2
dlxtn              4       4
buf                3      24
nor2               3       3
a21oi              4       4
nand2b             3       3
inv                3       3
clkdlybuf4s50      0       9
-- metrics by stage --
step | setup TNS, ns | util, %
finish | -0.138 | 20.5
global route | -0.325 | 20.5
CTS | -0.191 | 20.4
detailed placement | -1.11 | 18.6
global placement | -1.10 | 18.6
floorplan | 0 | -
-- layer usage --
metal | wire length (um) | up-vias | part of all wire [%] | global-route usage, %
met5 | 0 | - | 0 | 0
met4 | 0 | 0 | 0 | 0.129
met3 | 110 | 0 | 7.0 | 1.78
met2 | 630 | 17 | 40 | 5.08
met1 | 825 | 249 | 53 | 5.67
li1 | - | 264 | - | -
-- final cells by class --
cell class,count,area [um^2]
multi-input cells,33,283
inverters,3,11.3
clock buffers,4,45.0
flip-flops and latches,15,338
repair buffers,36,290
fillers,582,4090
well taps,70,87.6
-- cells by family after synthesis --
logic type | after synthesis
flip-flops | 11
AND-OR/OR-AND | 16
buffers and inverters | 6
multiplexers | 1
latches | 4
XOR/XNOR | 1
AND/OR/NAND/NOR | 15
-- cells in the mapped netlist, drive strengths merged --
| cell type | n | area share, % |
|---|---|---|
| and3 | 1 | 0.97 |
| nor2 | 3 | 1.8 |
| a21o | 1 | 1.4 |
| inv | 3 | 1.8 |
| dfrtp | 8 | 31 |
| or3 | 1 | 1.8 |
| o21ai | 2 | 1.6 |
| o21bai | 1 | 1.2 |
| nor3 | 3 | 3.1 |
| a21boi | 1 | 1.2 |
| dfstp | 1 | 4.1 |
| mux2 | 1 | 1.8 |
| buf | 3 | 4.7 |
| a2111oi | 1 | 4.3 |
| nand2b | 3 | 6.4 |
| a211oi | 1 | 1.2 |
| dlxtn | 4 | 9.3 |
| o22a | 1 | 1.4 |
| nor4bb | 1 | 1.6 |
| o21a | 2 | 2.3 |
| xor2 | 1 | 1.4 |
| nand2 | 1 | 0.58 |
| a31oi | 1 | 0.97 |
| o22ai | 1 | 0.97 |
| dfrtn | 2 | 7.8 |
| a21oi | 4 | 3.7 |
| and2 | 2 | 1.9 |
-- final timing paths --
kind	from	end	slack, ns
max	control.state_machine.state[0]$_DFF_PN1_	parent0_request	-0.07
min	async_resetn	control.state_machine.state[1]$_DFF_PN0_	0.43
max reg2reg	control.state_machine.state[1]$_DFF_PN0_	control.enable0_out$_DFF_PN0_	0.19
min reg2reg	control.enable_filter.delay[1]$_DFF_PN0_	control.enable0_out$_DFF_PN0_	0.46
max in group asynchronous	async_resetn	async pin	0.53
min in group clk0	control.enable_filter.delay[1]$_DFF_PN0_	control.enable0_out$_DFF_PN0_	0.46
-- report_power, final --
part / switching, mW / internal (mW) / total [mW]
logic: 0.0222 / 0.0389 / 0.0611
clock network: 0.0902 / 0.174 / 0.264
registers: 0.00458 / 0.238 / 0.243
-- worst max-delay path, delay by kind of cell (launching register included) --
kind            cells  cell delay [ns]
compound gates      1             0.06
buf+inv             2             0.25
flops               1             0.55
simple gates        2             0.26
-- repair_timing --
action | 4_1_cts | 5_1_grt
endpoints found under the setup margin | 6 | 5
cloned | 0 | 0
pin swaps | 2 | 3
resized | 18 | 3
buffers inserted | 6 | 2
